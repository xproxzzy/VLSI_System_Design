$ cat flow/config.mk
export PLATFORM = sky130hd
export DESIGN_NAME = CPU
export DESIGN_NICKNAME = CPU
export VERILOG_FILES = /design/flow/design.v
export SDC_FILE = /design/flow/constraint.sdc
export NUM_CORES = 4
export LEC_CHECK = 1
export CORE_UTILIZATION = 30
$ cat flow/constraint.sdc
current_design CPU

set clk_period 7.8
set clk_io_pct 0.2

create_clock -name clk0 -period $clk_period [get_ports {clk}]

set non_clock_inputs [all_inputs -no_clocks]
set_input_delay [expr $clk_period * $clk_io_pct] -clock clk0 $non_clock_inputs
set_output_delay [expr $clk_period * $clk_io_pct] -clock clk0 [all_outputs]
$ cat flow/design.v
module CPU (clk, rst, pc, ir, halt, write_data, read_data, m_addr, m_rw_); 
parameter  CYCLE=10 ;  
parameter  WIDTH=32 ;  
parameter  ADDRSIZE = 12 ;  
parameter  MEMSIZE = (1<<ADDRSIZE);  
parameter  MAXREGS = 16 ;  
parameter  SBITS = 5 ;  
input	   clk, rst;
input	   [WIDTH-1:0] ir, read_data;
output reg halt, m_rw_;
output reg [WIDTH-1:0] write_data;
output reg [ADDRSIZE-1:0] pc, m_addr;
reg [WIDTH-1:0] RFILE[0:MAXREGS-1],    
src1, src2;                        
reg[WIDTH:0] result, tmp;      
reg[SBITS-1:0] psr;           
reg[ADDRSIZE-1:0] next_pc ;     
reg               dir;                    
integer           i;                     
always @(posedge clk) 
begin 
    if(rst)
        pc <= 12'd0;
    else
        pc <= next_pc;
end
always @(ir or psr or pc)  
begin
    if ((((ir[27:24] == 4'd1)&&(psr[0] == 1'b1))
        ||((ir[27:24] == 4'd2)&&(psr[1] == 1'b1))
        ||((ir[27:24] == 4'd3)&&(psr[2] == 1'b1))
        ||((ir[27:24] == 4'd4)&&(psr[3] == 1'b1))
        ||((ir[27:24] == 4'd5)&&(psr[4] == 1'b1))
        ||(ir[27:24] == 4'd0))
        &&(ir[31:28] == 4'b0001)) 
        next_pc = ir[11:0];
    else
        next_pc = pc + 12'd1;
end
always @(ir or read_data)  
begin 
    case(ir[31:28]) 
    4'b0000 : ;
    4'b0001 : ; 
    4'b0010 : begin  
        if (ir[27]) begin
	    result = ir[23:12] ; 
	    m_rw_ = 1'b0;
	end
        else begin
	    m_addr = ir[23:12];
	    result = read_data; 
	    m_rw_ = 1'b0;
	end
	tmp = {1'b0,RFILE[ir[11:0]]};
        psr[0]  = tmp[WIDTH]; 
        psr[1]   = ~tmp[0]; 
        psr[2] =  ^tmp ; 
        psr[3]   = ~(|tmp) ; 
        psr[4]    = tmp[WIDTH-1];
    end 
    4'b0011 : begin 
        if (ir[27]) begin
	    m_addr = ir[11:0];
	    write_data = ir[23:12];
	    m_rw_ = 1'b1;
	end
        else begin
	    m_addr = ir[11:0];
	    write_data = RFILE[ir[23:12]] ;
	    m_rw_ = 1'b1;
	end
        if (ir[27])
        begin
	    tmp = {21'b0,ir[23:12]};
            psr[0]  = tmp[WIDTH]; 
            psr[1]   = ~tmp[0]; 
            psr[2] =  ^tmp ; 
            psr[3]   = ~(|tmp) ; 
            psr[4]    = tmp[WIDTH-1]; 
        end
        else 
        begin
	    tmp = {1'b0,RFILE[ir[23:12]]};
            psr[0]  = tmp[WIDTH]; 
            psr[1]   = ~tmp[0]; 
            psr[2] =  ^tmp ; 
            psr[3]   = ~(|tmp) ; 
            psr[4]    = tmp[WIDTH-1]; 
        end
    end 
    4'b0100 :  begin
        if (ir[27] == 0) src1 = RFILE[ir[23:12]] ; 
        else src1 = ir[23:12] ;    
        if (ir[26] == 0) begin 
        src2 = RFILE[ir[11:0]]; 
        end
        result = src1 + src2;
	if(ir[26] != 0) begin
	    m_addr = ir[11:0];
	    write_data = result[WIDTH-1:0];
	    m_rw_ = 1'b1;
	end
	else m_rw_ = 1'b0;
        psr[0]  = result[WIDTH]; 
        psr[1]   = ~result[0]; 
        psr[2] =  ^result ; 
        psr[3]   = ~(|result) ; 
        psr[4]    = result[WIDTH-1]; 
    end
    4'b0101 : begin 
        if (ir[27] == 0) src1 = RFILE[ir[23:12]] ; 
        else src1 = ir[23:12] ;    
        if (ir[26] == 0) begin 
        src2 = RFILE[ir[11:0]]; 
        end
        result = src1 * src2 ; 
	if(ir[26] != 0) begin
	    m_addr = ir[11:0];
	    write_data = result[WIDTH-1:0];
	    m_rw_ = 1'b1;
	end
	else m_rw_ = 1'b0;
        psr[0]  = result[WIDTH]; 
        psr[1]   = ~result[0]; 
        psr[2] =  ^result ; 
        psr[3]   = ~(|result) ; 
        psr[4]    = result[WIDTH-1]; 
    end 
    4'b0110 : begin 
        if (ir[27] == 0) src1 = RFILE[ir[23:12]] ; 
        else src1 = ir[23:12] ;    
        result = ~src1 ; 
	if(ir[26] != 0) begin
	    m_addr = ir[11:0];
	    write_data = result[WIDTH-1:0];
	    m_rw_ = 1'b1;
	end
	else m_rw_ = 1'b0;
        psr[0]  = result[WIDTH]; 
        psr[1]   = ~result[0]; 
        psr[2] =  ^result ; 
        psr[3]   = ~(|result) ; 
        psr[4]    = result[WIDTH-1]; 
    end 
    4'b0111 : begin 
        if (ir[27] == 0) src1 = RFILE[ir[23:12]] ; 
        else src1 = ir[23:12] ;    
        if (ir[26] == 0) begin 
        src2 = RFILE[ir[11:0]]; 
        end
        i = src1[ADDRSIZE-1:0] ; 
        result = (i>=0) ? (src2 >> i) : (src2 << -i) ; 
	if(ir[26] != 0) begin
	    m_addr = ir[11:0];
	    write_data = result[WIDTH-1:0];
	    m_rw_ = 1'b1;
	end
	else m_rw_ = 1'b0;
        psr[0]  = result[WIDTH]; 
        psr[1]   = ~result[0]; 
        psr[2] =  ^result ; 
        psr[3]   = ~(|result) ; 
        psr[4]    = result[WIDTH-1]; 
    end
    4'b1000 : begin 
        if (ir[27] == 0) src1 = RFILE[ir[23:12]] ; 
        else src1 = ir[23:12] ;    
        if (ir[26] == 0) begin 
        src2 = RFILE[ir[11:0]]; 
        end
        dir = (src1[ADDRSIZE-1] >=0)? 1'b0 : 1'b1 ; 
        i = ( src1[ADDRSIZE-1] >=0)? src1 : -src1[ADDRSIZE-1:0] ;
        if (dir == 1'b0) begin
            if(i > 0)
            begin
                result = src2 >> i ;
		src2 = src2 << WIDTH-i ;
		result = result | src2 ;
            end
            else result = src2;
        end 
        else begin
            if(i > 0)
            begin
                result = src2 << i ;
		src2 = src2 >> WIDTH-i ;
		result = result | src2 ;
            end
            else result = src2;
        end 
	if(ir[26] != 0) begin
	    m_addr = ir[11:0];
	    write_data = result[WIDTH-1:0];
	    m_rw_ = 1'b1;
	end
	else m_rw_ = 1'b0;
        psr[0]  = result[WIDTH]; 
        psr[1]   = ~result[0]; 
        psr[2] =  ^result ; 
        psr[3]   = ~(|result) ; 
        psr[4]    = result[WIDTH-1]; 
    end 
    4'b1001 :  begin
        if (ir[27] == 0) src1 = RFILE[ir[23:12]] ; 
        else src1 = ir[23:12] ;    
        result = src1 + 32'd1;
	if(ir[26] != 0) begin
	    m_addr = ir[11:0];
	    write_data = result[WIDTH-1:0];
	    m_rw_ = 1'b1;
	end
	else m_rw_ = 1'b0;
        psr[0]  = result[WIDTH]; 
        psr[1]   = ~result[0]; 
        psr[2] =  ^result ; 
        psr[3]   = ~(|result) ; 
        psr[4]    = result[WIDTH-1]; 
    end
    4'b1010 :  begin
        if (ir[27] == 0) src1 = RFILE[ir[23:12]] ; 
        else src1 = ir[23:12] ;    
        result = src1 + 32'd2;
	if(ir[26] != 0) begin
	    m_addr = ir[11:0];
	    write_data = result[WIDTH-1:0];
	    m_rw_ = 1'b1;
	end
	else m_rw_ = 1'b0;
        psr[0]  = result[WIDTH]; 
        psr[1]   = ~result[0]; 
        psr[2] =  ^result ; 
        psr[3]   = ~(|result) ; 
        psr[4]    = result[WIDTH-1]; 
    end
    4'b1011 : begin 
	halt = 1'b1;
    end 
    default : ;
    endcase 
end
always @(posedge clk)
begin 
    if (((ir[31:28] >= 4'b0100) && (ir[31:28] < 4'b1011)) || (ir[31:28] == 4'b0010)) begin 
        if(ir[26] == 0) RFILE[ir[11:0]] <= result[WIDTH-1:0] ; 
    end 
end
endmodule
$ cat flow/run.sh
#!/bin/bash
# OpenROAD 26Q1-2900-gdf79404cd8, Yosys 0.63+post, stock flow scripts
make -C /OpenROAD-flow-scripts/flow DESIGN_CONFIG=/design/flow/config.mk WORK_HOME=/design/flow/orfs finish
==> flow_metrics.env <==
# flow metrics
export IMPL_cts_tree="done"
export IMPL_final_core_util=0.333
export IMPL_synth_edff_count=512
export IMPL_worst_setup_hold_path_clk_slew_ns=0.06
export IMPL_cts_resized_gates=0
export IMPL_critPathRequiredTime_ns=8.04
export IMPL_placementRows=160
export IMPL_drive_above_1_share=0.120
export IMPL_postSynthRegisterBits=638
export IMPL_finalClockSkew_ns=0.0147
export IMPL_cts_buffers_inserted=50
export IMPL_finalCritPeriodShare=0.639
export IMPL_detail_route_vias_per_cell=5.72
export IMPL_post_cts_setup_buffer_count=0
export IMPL_floorplan_die_area_sq_um=193000
export IMPL_finalSetupViolCount=0
export IMPL_drt_first_pass_iters=9
export IMPL_cp_start_kind="input pin"
export IMPL_yosys_most_used_dff="sky130_fd_sc_hd__edfxtp_1"
export IMPL_drt_drc_violations_left=0
export IMPL_globalRouteTotalUtil=0.263
export IMPL_worstMarginPinSlew_ns=1.12
export IMPL_total_of_fill_cells_in_the_finished_design=18900
export IMPL_crit_fanout=23
export IMPL_drt_initial_drc_count=4240
export IMPL_dp_hpwl_um=184000
export IMPL_netlist_instances=5499
export IMPL_detail_route_wirelength_um=243000
export IMPL_vias=46110
export IMPL_timing_max_cap_violations=0
export IMPL_slew_headroom=0.246
export IMPL_synth_lib_cells_used_distinct=109
export IMPL_stage_log_warnings=44
export IMPL_die_y_um=439
export IMPL_area_leaders="sky130_fd_sc_hd__edfxtp_1 27%, sky130_fd_sc_hd__fa_1 15%, sky130_fd_sc_hd__mux4_2 9.2%"
export IMPL_clock_tree_buffer_depth=3
export IMPL_yosys_warnings=222
export IMPL_global_route_wire_length_before_repair_um=345000
export IMPL_clock_tree_root_cell="sky130_fd_sc_hd__clkbuf_16"
export IMPL_cts_htree_levels=2
export IMPL_gp_routability_congestion=1.07
export IMPL_syn_avg_cell_area_sq_um=10.4
export IMPL_cts_hold_fix_buffers=0
export IMPL_min_path_type="reg -> reg"
export IMPL_report_final_hold_viol_count=0
export IMPL_timing_critical_path_arrival_ns=5.22
export IMPL_largest_area_cell="sky130_fd_sc_hd__edfxtp_1"
export IMPL_clock_latency_ns=0.58
export IMPL_number_of_antenna_violations_at_the_first_check_in_global_routing=18
export IMPL_core_region_area_sq_um=190000
export IMPL_die_size_x_um=439
export IMPL_grt_setup_unrepaired="false"
export IMPL_synth_top_area_share=0.268
export IMPL_ys_area_sq_um=57300
export IMPL_grt_pass1_vias=47346
export IMPL_synthArstFlopShare=0
export IMPL_initial_utilization=0.302
export IMPL_overflow_after_grt=0
export IMPL_worstSetupEndpointType="register"
export IMPL_synth_cell_area_sq_um=57300
export IMPL_run_status="complete, no violations"
export IMPL_netlist_top_cells_count="582 x sky130_fd_sc_hd__nor2_1, 512 x sky130_fd_sc_hd__edfxtp_1, 512 x sky130_fd_sc_hd__inv_1, 498 x sky130_fd_sc_hd__nand2_1, 439 x sky130_fd_sc_hd__fa_1"
export IMPL_wl_per_cell_um=30.1
export IMPL_timing_final_max_slew_violations=0
export IMPL_synth_cells_yosys=5499
export IMPL_grt_start_max_net_pins=56
export IMPL_drtAntennaViolNets=0
export IMPL_yosysMostFrequentCell="sky130_fd_sc_hd__nor2_1"
export IMPL_ioPinCount=124
export IMPL_unclocked_pins=114
export IMPL_input_output_buffers=122
export IMPL_worstSetupPathType="in -> reg"
export IMPL_tns_ns=0
export IMPL_untimed_endpoints=671
export IMPL_maxClockFrequency_mhz=201
export IMPL_areaGrowthSynthToFinish_pct=10.4
export IMPL_layout_min_cycle_time_ns=4.98
==> metrics by stage <==
stage                     instances  instance area [sq um]  hold slack, ns  setup slack [ns]
after detailed placement       7967                  61700           0.515              2.40
after global routing           8054                  63300           0.561              2.67
after global placement         7967                  61700           0.498              2.43
after floorplan                5499                  57300           0.438              1.96
final                          8061                  63300           0.520              2.82
after CTS                      8054                  63300           0.524              2.98
==> layout make-up <==
type | instances | area (sq um) | share of cell area
multi-input cells | 3968 | 36600 | 0.578
inverters | 541 | 2030 | 0.0321
clock inverters | 25 | 225 | 0.00356
flip-flops and latches | 638 | 17300 | 0.274
clock buffers | 62 | 1320 | 0.0208
well taps | 2511 | 3140 | 0.0497
repair buffers | 309 | 2610 | 0.0413
diodes | 7 | 17.5 | 0.000277
==> critical path: stages <==
cell and delay, ns:
sky130_fd_sc_hd__clkdlybuf4s50_1 0.90, sky130_fd_sc_hd__nor2b_1 0.31, sky130_fd_sc_hd__nor2_1 0.07, sky130_fd_sc_hd__o21ai_0 0.17, sky130_fd_sc_hd__buf_4 0.22, sky130_fd_sc_hd__nand2_1 0.10, sky130_fd_sc_hd__or3_1 0.51, sky130_fd_sc_hd__nor3_2 0.88
sky130_fd_sc_hd__buf_4 0.48
==> per-layer routing <==
| layer | up-vias | share of wire | track usage |
|---|---|---|---|
| met3 | 651 | 0.15 | 0.157 |
| met1 | 22917 | 0.35 | 0.317 |
| met5 | - | 0.0015 | 0.00868 |
| li1 | 19421 | - | - |
| met2 | 3096 | 0.44 | 0.383 |
| met4 | 25 | 0.058 | 0.114 |
==> flip-flops by register name, indices dropped and copies added, names as in the netlist <==
register and flops:
RFILE 512, result 32, src2 32, write_data 32, m_addr 12, pc 12
psr 5, m_rw_ 1
==> cell usage in the layout (no fill, tap or decap), drive strengths merged, types with 32 or more instances in the layout <==
master	n
nor2	586
and2	37
ha	247
clkinv	32
inv	531
nand4	43
nor4	34
a211oi	41
o22ai	37
dlxtn	114
clkdlybuf4s50	114
xor2	57
mux4	234
a21o	37
edfxtp	512
nand2	501
mux2i	238
a31oi	57
clkbuf	63
fa	439
nand3	77
buf	194
nor3	78
xnor2	281
a21oi	187
o21ai	207
mux2	66
a22oi	75
==> logic make-up after synthesis <==
group,count (synthesis),synth area share
xor+xnor,364,0.0619
other cells,1,0.0000654
compound gates,897,0.104
fa+ha+maj,686,0.207
simple gates,1482,0.114
flops,524,0.272
mux,538,0.146
latches,114,0.0298
buf+inv,893,0.0641
==> worst paths after layout <==
check / depth (start not counted) / endpoint / from / slack [ns]
max: 9 / RFILE[0][19] / ir[29] / 2.82
min: 1 / pc[0] / pc[0] / 0.52
max reg2reg: 7 / pc[11] / pc[2] / 6.07
min reg2reg: 1 / pc[0] / pc[0] / 0.52
