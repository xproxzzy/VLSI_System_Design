## ./design.v

```verilog
module AS(Out, In_1, In_2, Sel);
input        [29:0] In_1;
input        [29:0] In_2;
input        Sel;
output reg   [30:0] Out;
wire         [30:0] Sel_31;
wire         [29:0] c;
wire         [30:0] In_1_31;
wire         [30:0] In_2_31;
assign In_1_31[29:0] = In_1[29:0];
assign In_1_31[30] = In_1[29];
assign In_2_31[29:0] = In_2[29:0];
assign In_2_31[30] = In_2[29];
always @(*) begin
	if(Sel == 0)
		Out=In_1_31+In_2_31;
	else
		Out=In_1_31-In_2_31;
end
endmodule
```

## ./run.sh

```bash
#!/bin/bash
# OpenROAD 26Q1-2900-gdf79404cd8, Yosys 0.63+post, stock flow scripts
make -C /OpenROAD-flow-scripts/flow DESIGN_CONFIG=/design/flow/config.mk WORK_HOME=/design/flow/orfs finish
```

## ./config.mk

```make
export PLATFORM = sky130hd
export DESIGN_NAME = AS
export DESIGN_NICKNAME = AS
export VERILOG_FILES = /design/flow/design.v
export SDC_FILE = /design/flow/constraint.sdc
export NUM_CORES = 4
export LEC_CHECK = 1
export CORE_UTILIZATION = 30
```

## ./constraint.sdc

```tcl
current_design AS

set clk_period 17.0
set clk_io_pct 0.2

create_clock -name clk0 -period $clk_period

set non_clock_inputs [all_inputs -no_clocks]
set_input_delay [expr $clk_period * $clk_io_pct] -clock clk0 $non_clock_inputs
set_output_delay [expr $clk_period * $clk_io_pct] -clock clk0 [all_outputs]
```

==> changes_impl.md <==
## Flow update

* Outcome: finished clean
* Synth unique cells at around 52
* Logic pwr share at 100.0%
* # clk buffers at 0
* Synth Instances at around 350
* Setup CP Type: input port to output pin
* F_max at between 80 and 90 MHz
* Crit path capture type: output pin
* Mapped cell area at roughly 2400 sq um
* Pwr dens at 51.45 nW/um^2
* Sequential fraction of the synthesis area at 0%
* Simple share at 26.20%
* IO buf count at ~92
* Clock power share at 0%
* Final setup TNS at 0 ns
* Syn Area/Cell at slightly below 7 sq um
* Placed inst area at between 3000 and 4000 sq um
* Cell count in the Yosys report at around 350
* Dpl cells at ~530
* FP Util at between 30% and 40%
* Grt total ovfl at 0
* Largest family of logic cells by area: AND-OR/OR-AND gates
* Hold WC Path Type: input port to output pin
* # IOs at between 90 and 100
* Final Total Pwr at about 170 uW
* Vias in the first global route at 2636
* First-pass GRT wire length at ~12000 um
* Worst hold slack at a little under 8 ns
* RSZ-0062 raised after global routing: no
* FP Rows at 32
* Final hold vios at 0
* Seq pwr share at 0%
* Seq cells at 0
* Drt pass-1 iters at 4
* Synth mux share at less than 1%
* Final Cycle Share at 67.04%
* Layout area overhead at 42.96%
* Psw at roughly 74 uW
* Placement Setup Slack at approximately 5.6 ns
* Startpoint types: input port
* CP max FO at 7
* CP arrival at roughly 8.0 ns
* Leakage Power at between 1 and 1.5 nW
* Internal cell power at around 100 uW
* Total number of vias at roughly 2800
* Resize count post-CTS at 0
* Setup ws final at around 5.6 ns
* Log Warnings at 32
* Fin crit period at about 11 ns
* Crit path DRT at about 14 ns
* Gpl congestion at between 0.9 and 1
* Slew margin rel. at around two thirds
* Design area at around 3400 sq um
* Max-Cap Viols at 0
* DRC at 0
* Drt total wl at 7170 um
* Chip Area, Yosys at roughly 2400 sq um
* FF/Latch Area at 0 sq um
* Tot GR Track Use at between 10% and 20%
* Die Wd at a little over 90 um
* Non-Filler Instances at about 530
* Die height at roughly 91 um
* # hold bufs at CTS at 0
* Yosys synthesis warning count at 1
* Proportion of layout cells with a drive suffix above 1 at about 2.1%
* Final max-slew violation count at 0
* Adder-cell area share of the yosys netlist at between 10% and 20%
* ANT nets after route at 0
* Initial antenna violation count at 0
* Largest net degree at the start of global routing at 32
* Diode count at 0
* Post-CTS Setup Repair Bufs at 0
* Initial DRC Count at around 120
* Actual slew at the worst max-slew pin at 0.5085 ns
* Peak supply drop at between 0.00002 and 0.000025 V
* Core Region at ~7700 sq um
* Detailed placement HPWL at a little over 6000 um
* Switching share of power at between 40% and 50%
* # setup viols final at 0
* Ao+oa area frac at ~32%
* Area of the chip at 8272 sq um
* Yosys xor share at 19.93%
* Util after Layout at between 40% and 50%
* WL/cell at 13.43 um
* DR vias/cell at roughly 5.2
-- metal layers --
metal	share of wire (%)	global-route usage [%]	routed length [um]	vias to the layer above
li1	-	-	-	1454
met1	49	26.27	3525	1227
met2	45	29.80	3198	98
met3	6.1	0.7653	434	3
met4	0.17	0.2646	12	0
met5	0	0	0	-
-- critical path, cell delays in order --
cell             delay, ns
clkdlybuf4s50_1       0.46
inv_1                 0.08
ha_1                  0.18
or3b_1                0.39
nor4_2                0.40
and3b_1               0.37
a21oi_1               0.12
xnor2_1               0.14
ha_1                  0.36
a211oi_1              0.26
o21bai_1              0.14
or2_4                 0.28
a2111oi_4             0.32
o31a_2                0.26
nor4b_1               0.23
or3_1                 0.15
clkdlybuf4s50_1       0.44
-- placed cells by master (no fill, tap or decap), drive strengths merged, types with 2 or more instances in the layout --
cell type	netlist	layout
inv	16	16
a41oi	2	2
o31a	3	3
nand3	6	6
and2	4	4
o2111ai	3	3
xnor2	44	44
or4	2	2
a21oi	41	41
o211ai	3	3
nor3	13	13
nor4b	3	3
or3	6	6
o21ai	21	21
a2111oi	3	3
o21a	3	3
a211oi	4	4
ha	31	31
xor2	10	10
and3b	2	2
nor2b	6	6
and3	2	2
nand2b	4	4
nor2	39	39
nand4	3	3
nor4	4	4
o31ai	3	3
clkdlybuf4s50	0	92
a31oi	6	6
a21o	16	16
o21bai	4	4
nand2	21	21
-- synth_stat cells (all sizes together), types with 4 or more instances --
master  count  area [sq um]
nor2       39         146.4
and2        4         27.53
clkbuf      5         18.77
a21o       16         120.1
o21ai      21         105.1
o21bai      4         30.03
nand2b      4         25.02
xnor2      44         385.4
a21oi      41         205.2
a31oi       6         37.54
ha         31         387.9
nand2      21         78.83
inv        16         60.06
xor2       10         87.58
or3         6         42.54
a211oi      4         30.03
nor4        4         46.29
nor3       13         65.06
nor2b       6         37.54
nand3       6         30.03
buf         4         17.52
-- worst paths after layout --
path                     from       to  cells past startpoint
worst min-delay path  In_1[0]   Out[0]                      5
worst max-delay path  In_2[0]  Out[27]                     17
-- power groups by stage --
stage | clock network (mW) | logic (mW) | registers [mW]
CTS | 0 | 0.175 | 0
global route | 0 | 0.194 | 0
finish | 0 | 0.175 | 0
-- layout make-up --
class              count  area, sq um
fillers              789         4294
inverters             16        60.06
multi-input cells    323         2277
well taps            102        127.6
repair buffers        93        928.4
-- cell families after synthesis --
logic type      count (synthesis)
buf+inv                        25
xor+xnor                       54
simple gates                  118
fa+ha+maj                      32
mux                             1
compound gates                118
Power and IR drop assume default switching activity.
