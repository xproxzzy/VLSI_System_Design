<file path="config.mk">
export PLATFORM = sky130hd
export DESIGN_NAME = TLC
export DESIGN_NICKNAME = TLC
export VERILOG_FILES = /design/flow/design.v
export SDC_FILE = /design/flow/constraint.sdc
export NUM_CORES = 4
export LEC_CHECK = 1
export CORE_AREA = 10 10 70 70
export DIE_AREA = 0 0 80 80
</file>
<file path="constraint.sdc">
current_design TLC

set clk_period 1.0
set clk_io_pct 0.2

create_clock -name clk0 -period $clk_period [get_ports {clk}]

set non_clock_inputs [all_inputs -no_clocks]
set_input_delay [expr $clk_period * $clk_io_pct] -clock clk0 $non_clock_inputs
set_output_delay [expr $clk_period * $clk_io_pct] -clock clk0 [all_outputs]
</file>
<file path="design.v">
module Counter(clk, reset, en, sel, out);
input        clk, reset, en, sel;
output reg   [5:0] out;
initial begin 
	out = 0;
end
always @(posedge clk or posedge reset)
begin
	if(reset)
	begin
		out <= 0;
	end
	else if(en)
	begin
		if(sel)
		begin
			if(out==0)
			begin
				out <= out;
			end
			else
			begin
				out <= out - 1;
			end
		end
		else
		begin
			if(out==32)
			begin
				out <= out;
			end
			else
			begin
				out <= out + 1;
			end;
		end
	end
	else
	begin
		out <= out;
	end
end
endmodule
module TLC(clk, reset, HG, HY, HL, HR, VG, VY, VL, VR);
input	clk, reset;
output 	HG, HY, HL, HR, VG, VY, VL, VR;
wire	[5:0] count;
reg	[2:0] state;
reg	[2:0] next_state;
reg	reset_counter;
wire	en, sel;
assign en = 1;
assign sel = 0;
Counter Counter_1(.clk(clk), .reset(reset_counter), .en(en), .sel(sel), .out(count));
parameter S0=3'b000, S1=3'b001, S2=3'b010, S3=3'b011, S4=3'b100, S5=3'b101;
assign HG = (state==S0);
assign HY = (state==S1);
assign HL = (state==S2);
assign HR = ((state==S3)||(state==S4)||(state==S5));
assign VG = (state==S3);
assign VY = (state==S4);
assign VL = (state==S5);
assign VR = ((state==S0)||(state==S1)||(state==S2));
initial begin 
	state = S0;
	next_state = S0;
	reset_counter = 1;
end
always @ (posedge clk or posedge reset)
	if(reset)
	begin
		state <= S0;
		reset_counter <= 1;
	end
	else
	begin
		state <= next_state;
		reset_counter <= 0;
	end
always @ (posedge clk)
	case(state)
	S0:
	if(count == 6'd20)
	begin
		next_state = S1;
		reset_counter = 1;
	end
	else
	begin
		reset_counter = 0;
	end
	S1:
	if(count == 6'd20)
	begin
		next_state = S2;
		reset_counter = 1;
	end
	else
	begin
		reset_counter = 0;
	end
	S2:
	if(count == 6'd20)
	begin
		next_state = S3;
		reset_counter = 1;
	end
	else
	begin
		reset_counter = 0;
	end
	S3:
	if(count == 6'd20)
	begin
		next_state = S4;
		reset_counter = 1;
	end
	else
	begin
		reset_counter = 0;
	end
	S4:
	if(count == 6'd20)
	begin
		next_state = S5;
		reset_counter = 1;
	end
	else
	begin
		reset_counter = 0;
	end
	S5:
	if(count == 6'd20)
	begin
		next_state = S0;
		reset_counter = 1;
	end
	else
	begin
		reset_counter = 0;
	end
	endcase
endmodule
</file>
<file path="run.sh">
#!/bin/bash
# OpenROAD 26Q1-2900-gdf79404cd8, Yosys 0.63+post, stock flow scripts
make -C /OpenROAD-flow-scripts/flow DESIGN_CONFIG=/design/flow/config.mk WORK_HOME=/design/flow/orfs finish
</file>
==> summary.rpt <==
==== FLOW RESULTS ====
----------------------------------------------------
[Synth]
  Number of warnings issued by yosys ........................ 2
  Proportion of synthesized area in mux cells ........................ 2.19%
  Yosys-reported design area after synthesis ........................ 686 um^2
  Compound-gate portion of the synthesized area ........................ 5.47%
  Cell variety after synth ........................ 25
  Cells in synth_stat.txt ........................ 61
  Xor-xnor portion of the synthesized cell area ........................ 6.39%
  Sequential share of the synthesized area ........................ 54.2%
  Area share of and/or/nand/nor cells after synthesis ........................ 18.8%
  Top logic family ........................ simple AND/OR/NAND/NOR gates
  Register bit total from synthesis ........................ 14
  Fa+ha+maj area frac ........................ 7.30%

[Outcome]
  Run Error ........................ ERROR: Found 1 problems in 'check -assert'.
  Outcome ........................ aborted with a tool error
  Fail Step ........................ 1_2_yosys

----------------------------------------------------
## Yosys cell counts
cell type	count	area share (%)
and2_1	1	0.91
a21oi_1	2	1.5
inv_1	8	4.4
nor3_1	2	1.5
or3_1	1	0.91
nand3_1	2	1.5
xnor2_1	4	5.1
conb_1	1	0.55
nor4b_4	1	3.5
ha_1	4	7.3
o21ai_0	1	0.73
o21a_1	2	2.2
xor2_1	1	1.3
nand2b_4	1	2.0
buf_2	1	0.73
and3_1	1	0.91
a21o_1	1	1.1
edfxtp_1	4	18
dfrtp_1	9	33
nand2b_1	2	1.8
mux2_4	1	2.2
or2_2	1	0.91
nand2_1	4	2.2
dfstp_2	1	3.8
nor2_1	5	2.7
## kinds of logic after synthesis
logic type,after synthesis
AND/OR/NAND/NOR,21
flip-flops,14
buffers and inverters,9
AND-OR/OR-AND,6
XOR/XNOR,5
adder cells (fa/ha/maj),4
other,1
multiplexers,1
